[flow/run.sh]
#!/bin/bash
# OpenROAD 26Q1-2900-gdf79404cd8, Yosys 0.63+post, stock flow scripts
make -C /OpenROAD-flow-scripts/flow DESIGN_CONFIG=/design/flow/config.mk WORK_HOME=/design/flow/orfs finish
[flow/constraint.sdc]
current_design top

set clk_period 1.3
set clk_io_pct 0.2

create_clock -name clk0 -period $clk_period [get_ports {hclk}]

set non_clock_inputs [all_inputs -no_clocks]
set_input_delay [expr $clk_period * $clk_io_pct] -clock clk0 $non_clock_inputs
set_output_delay [expr $clk_period * $clk_io_pct] -clock clk0 [all_outputs]
[flow/design.v]
`timescale 1ns/1ns
module apb_slave(
  input pwrite,penable,input [2:0] psel, input [31:0] pwdata,paddr,	
  output reg [31:0] pr_data
);
  always@(*)
    begin
      if(pwrite==0 && penable==1)
        pr_data=($random)%256; 
      else
        pr_data=0;
    end
endmodule
`timescale 1ns/1ns
module ahb_slave(input hclk,hresetn,hwrite,hready_in,input [1:0] htrans,input [31:0] hwdata,haddr,prdata, output reg[31:0] haddr1,haddr2,output [31:0] hrdata,output reg hwrite_reg,valid,output[1:0] hresp, output reg[2:0] temp_selx);
  always@(*)
    begin
      if((haddr>=32'h8000_0000) && (haddr<=32'h8c00_0000) && (htrans==2'd2 || htrans==2'd3) && (hready_in==1))
        valid=1;
      else
        valid=0;
    end
  always@(*)
    begin
      if(haddr>=32'h8000_0000 && haddr<32'h8400_0000)
        temp_selx=3'b001;
      else if(haddr>=32'h8400_0000 && haddr<32'h8800_0000)
        temp_selx=3'b010;
      else if(haddr>=32'h8800_0000 && haddr<32'h8c00_0000)
        temp_selx=3'b100;
      else
        temp_selx=3'b000;
    end
  assign hrdata=prdata;
  assign hresp=0;
  always@(posedge hclk)
    begin
      if(~hresetn)
        begin
          haddr1<=0;
          haddr2<=0;
        end
      else
        begin
          haddr1<=haddr;
          haddr2<=haddr1;
        end
    end
  always@(posedge hclk)
    begin
      if(~hresetn)        
          hwrite_reg<=0;        
      else
        hwrite_reg<=hwrite;
    end
endmodule
`timescale 1ns/1ns
module bridge_fsm(input hclk,hresetn,hwrite_reg,hwrite,valid, input[31:0] haddr,hwdata,haddr1,haddr2,pr_data,input [2:0] temp_sel, output reg penable,pwrite,output reg hr_readyout, output reg[2:0]psel, output reg[31:0]paddr,pwdata);
  reg penable_temp,pwrite_temp,hr_readyout_temp;
  reg [2:0] psel_temp;
  reg [31:0] paddr_temp,pwdata_temp;
  parameter  ST_IDLE=3'b000,ST_READ=3'b001,ST_WWAIT=3'b010,ST_WRITE=3'b011,ST_WRITEP=3'b100,ST_RENABLE=3'b101,ST_WENABLE=3'b110,
  ST_WENABLEP=3'b111;
  reg[2:0] present_state,next_state;
  always@(*)
    begin
      case(present_state)
        ST_IDLE:
          begin
            if(~valid)
              next_state=ST_IDLE;
            else if(hwrite==1 && valid==1)
              next_state=ST_WWAIT;
            else if(hwrite==0 && valid==1)
              next_state=ST_READ;
          end
        ST_READ:
          begin
            next_state=ST_RENABLE;
          end
        ST_WWAIT:
          begin
            if(~valid)
              next_state=ST_WRITE;
            else
              next_state=ST_WRITEP;
          end
        ST_WRITE:
          begin
            if(~valid)
              next_state=ST_WENABLE;
            else
              next_state=ST_WENABLEP;
          end
        ST_WRITEP:
          begin
            next_state=ST_WENABLEP;
          end
        ST_RENABLE:
          begin
            if(~valid)
              next_state=ST_IDLE;
            else if(valid==1 && hwrite==0)
              next_state=ST_READ;
            else
              next_state=ST_WWAIT;
          end
        ST_WENABLE:
          begin
            if(~valid)
              next_state=ST_IDLE;
            else if(hwrite==1)
              next_state=ST_WWAIT;
            else
              next_state=ST_READ;
          end
        ST_WENABLEP:
          begin
            if(~hwrite_reg)
              next_state=ST_READ;
            else if(~valid)
              next_state=ST_WRITE;
            else
              next_state=ST_WRITEP;
          end
      endcase
    end
  always@(posedge hclk)
    begin
      if(~hresetn)
        begin
        present_state=ST_IDLE;
        next_state=ST_IDLE;
        end
      else 
        present_state=next_state;
    end
  always@(*)
	begin
  	case(present_state)
ST_IDLE: if(valid==1 && hwrite==0) 
                begin
                 paddr_temp=haddr;
                 pwrite_temp=hwrite;
                 psel_temp=temp_sel;
                 penable_temp=0;
                 hr_readyout_temp=0;
                end
                else if(valid==1 && hwrite==1)
                begin
                 psel_temp=0;
                 penable_temp=0;
                 hr_readyout_temp=1;
                end
                else
                begin
                 psel_temp=0;
                 penable_temp=0;
                 hr_readyout_temp=1;
                end
ST_READ: begin
                 penable_temp=1;
                 hr_readyout_temp=1;
                 end
ST_RENABLE:if(valid==1 && hwrite==0) 
                begin
                 paddr_temp=haddr;
                 pwrite_temp=hwrite;
                 psel_temp=temp_sel;
                 penable_temp=0;
                 hr_readyout_temp=0;
                end
                else if(valid==1 && hwrite==1)
                begin
                 psel_temp=0;
                 penable_temp=0;
                 hr_readyout_temp=1;
                end
                else
                begin
                 psel_temp=0;
                 penable_temp=0;
                 hr_readyout_temp=1;
                end
ST_WWAIT:begin
                   paddr_temp=haddr1;  
                   pwdata_temp=hwdata;
                   pwrite_temp=hwrite;
                   psel_temp=temp_sel;
                   penable_temp=0;
                   hr_readyout_temp=0;
                   end
ST_WRITEP: begin
                       hr_readyout_temp=1;
                       penable_temp=1;
                       end
ST_WENABLEP: begin
             paddr_temp=haddr2; 
             pwdata_temp=hwdata;
             pwrite_temp=hwrite;
             psel_temp=temp_sel;
             penable_temp=0;
             hr_readyout_temp=0;
             end
ST_WENABLE:     if(valid==1 && hwrite==0) 
                begin
                 paddr_temp=haddr;
                 pwrite_temp=hwrite;
                 psel_temp=temp_sel;
                 penable_temp=0;
                 hr_readyout_temp=0;
                end
                else if(valid==1 && hwrite==1)
                begin
                 psel_temp=0;
                 penable_temp=0;
                 hr_readyout_temp=1;
                end
                else
                begin
                 psel_temp=0;
                 penable_temp=0;
                 hr_readyout_temp=1;
                end
ST_WRITE: begin
                 penable_temp=1;
                 hr_readyout_temp=1;
                end
endcase
end
always@(posedge hclk)
begin
  if(~hresetn)
begin
paddr<=0;
pwdata<=0;
pwrite<=0;
psel<=0;
penable<=0;
hr_readyout=1;
end
else
begin
paddr<=paddr_temp;
pwdata<=pwdata_temp;
pwrite<=pwrite_temp;
psel<=psel_temp;
penable<=penable_temp;
hr_readyout<=hr_readyout_temp;
end
end
endmodule
`timescale 1ns/1ns
module top(
  input hclk,hresetn,hwrite,hready_in,
  input[1:0] htrans,
  input[31:0] haddr,hwdata,
  output hreadyout,
  output[1:0] hresp,
  output[31:0] hrdata
);
  wire hwrite_reg,valid,penable,pwrite;
  wire[31:0] prdata,haddr1,haddr2,paddr,pwdata;  
  wire[2:0] temp_selx,psel;
  ahb_slave ahb_slave1(hclk,hresetn,hwrite,hready_in,htrans,hwdata,haddr,prdata,haddr1,haddr2,hrdata,hwrite_reg,valid,hresp,temp_selx);
  bridge_fsm bridge_fsm1(hclk,hresetn,hwrite_reg,hwrite,valid,haddr,hwdata,haddr1,haddr2,prdata,temp_selx,penable,pwrite,hreadyout,psel,paddr,pwdata);
  apb_slave apb_slave1(pwrite,penable,psel,pwdata,paddr,prdata);
endmodule
[flow/config.mk]
export PLATFORM = sky130hd
export DESIGN_NAME = top
export DESIGN_NICKNAME = top
export VERILOG_FILES = /design/flow/design.v
export SDC_FILE = /design/flow/constraint.sdc
export NUM_CORES = 4
export LEC_CHECK = 1
export CORE_AREA = 10 10 70 70
export DIE_AREA = 0 0 80 80
==> results.env <==
SYNTH_TOP_AREA_SHARE=0.701
CELLPOWERDENSITY_nW_PER_UM2=208
FF_TYPE='sky130_fd_sc_hd__dfxtp_1'
LAYOUT-DRIVE-GT1-SHARE=0.141
FINAL_REPORT_HOLD_VIOLATION_COUNT=0
SYNTH_CELL_TYPE_COUNT=9
WHS_ENDPOINT='bridge_fsm1.hr_readyout$_SDFF_PN1_'
FINAL_ANTENNA_NET_COUNT=0
WORST_PATH_LARGEST_CELL_DELAY_NS=0.23
SETUP_SLACK_NS=0.0650
N_ANTENNA_CELL=0
SYN-CELL-AREA_UM2=364
FINALMAXSLEWVIOLATIONS=0
TIMING_WORST_SETUP_PATH_TYPE='in -> reg'
POST_SYNTH.CELL_AREA_AVG_UM2=7.43
FINAL_CORE_UTIL=0.202
VIA_TOTAL_AFTER_DETAILED_ROUTING=359
WORSTPATHARRIVAL_NS=1.10
DPL_WORST_SLACK_NS=-0.237
LARGEST_REGISTER='bridge_fsm1.hr_readyout'
DIEWIDTH_UM=80
SYNTHMOSTINSTANTIATEDCELL='sky130_fd_sc_hd__buf_4'
SYNTHCELLS=49
AVGVIACOUNTPERCELL=2.74
FINAL_DESIGN_AREA_NO_FILL_UM2=689
ENABLE_FLOP_CELLS=0
TIMING.CRITICAL_PATH.MAX_DELAY_FAMILY='simple AND/OR/NAND/NOR gates'
CRITICAL_PATH.STARTPOINT_TYPE='input port'
FP.COREAREA_UM2=3420
NUMBER_OF_BUFFER_AND_INVERTER_INSTANCES_ALONG_THE_WORST_SETUP_PATH=1
WARNING_COUNT=61
CHIP_AREA_UM2=6400
YS_SEQ_FRAC=0.0550
GRT_OVERFLOW=0
TIMING.HOLD.WORST.START='haddr[9]'
CHIPHEIGHT_UM=80
GRT_MAX_DEGREE=2
SETUP-VIOLATIONS-FINAL=0
TIMING.CRITICAL_PATH.SLOWEST_STAGE_CELL='sky130_fd_sc_hd__dlygate4sd2_1'
POSTCTSSETUPREPAIRBUFS=0
TRACK_USAGE=0.0393
NUMBER_OF_GLOBAL_ROUTE_VIAS_BEFORE_REPAIR=447
YS_TOP_CELLS_BY_COUNT='34 x sky130_fd_sc_hd__buf_4, 6 x sky130_fd_sc_hd__nor4_1, 2 x sky130_fd_sc_hd__nand3_1, 2 x sky130_fd_sc_hd__nor4bb_1'
YS_WARN_COUNT=11
ANTENNA_VIOLATIONS_BEFORE_REPAIR=0
HOLDWS_NS=0.650
ROUTED_WIRE_LENGTH_PER_INSTANCE_UM=11.6
SETUP.WORST_PATH.END_CLASS='flop'
DPL_CELL_AREA_UM2=661
MIN_PERIOD_OVER_PERIOD=0.950
YS_CELLS=49
FINALWORSTPATHREQUIREDPERIOD_NS=1.24
DRT_PASS1_ITERATIONS=2
CAP_VIOLATIONS=0
AREA.GROWTH.SYNTH_TO_FINAL_PCT=89.3
DETAIL_ROUTE.ITER0.VIOLATIONS=2
WORST-PATH-MAX-FANOUT=1
NUMPORTBUFFERS=37
TIMING.HOLD.WORST.CLASS='in -> reg'
ROUTABILITYCONGESTION=0.776
CRITPATHREQUIREDTIME_NS=1.17
NUMSYNTHFLOPS=1
ASYNC_FLOP_SHARE=0
TOP_REGS='bridge_fsm1.hr_readyout: 1 flops'
TIMING.HOLD.WORST_PATH_DEPTH=5
RANKING_OF_SYNTHESIZED_CELLS_BY_AREA='sky130_fd_sc_hd__buf_4 70%, sky130_fd_sc_hd__nor4_1 10%, sky130_fd_sc_hd__dfxtp_1 5.5%'
YOSYS.AREA.TOP_TYPE='sky130_fd_sc_hd__buf_4'
GRT_PASS1_WL_MM=2.09
INITCOREUTIL=0.107
OUTCOME='finished clean'
CHIP_AREA_FROM_THE_YOSYS_SYNTHESIS_STATISTICS_UM2=364
FLIP_FLOP_COUNT_OF_THE_LARGEST_REGISTER_ALL_COPIES_AND_WORDS_ADDED=1
PIN_COUNT=105
CP_CELL_SEQUENCE='dlygate4sd2_1 > nor4_1 > nand4_1 > o211ai_1 > nand3_1'
CRIT_START='haddr[8]'
DRT-TOTAL-WL_MM=1.52
MAX_IR_DROP_VDD_V=0.0000467
CTS.CLK_SLEW.WORST_PATHS_NS=0
DRT_DRC_VIOLATIONS_LEFT=0
CLOCK.FMAX_MHz=810
ROWS=21
CTS.HOLD.BUFFERS_ADDED=0
P_LEAK_nW=0.326
NUM-FILL-CELLS=390
-- metrics by stage --
stage	power [mW]	instances	setup TNS [ns]
after floorplan	0.112	82	0
after global placement	0.157	131	-0.240
after detailed placement	0.157	131	-0.237
after CTS	0.138	131	0
after global routing	0.156	131	-0.0335
final	0.143	131	0
-- tightest hold or removal path, stage by stage --
cell and delay [ns]:
sky130_fd_sc_hd__clkbuf_2 0.09, sky130_fd_sc_hd__nor4_2 0.04, sky130_fd_sc_hd__nand4_1 0.06, sky130_fd_sc_hd__o211ai_1 0.09, sky130_fd_sc_hd__nand3_1 0.07
-- per-layer routing --
metal	track usage	wire (um)
met5	0	0
met4	0	0
met3	0.0125	172
met2	0.0658	646
met1	0.0509	697
-- where the power goes --
group,total [mW],internal (mW),switching [mW]
registers,0.0314,0.0314,0.0000155
logic,0.112,0.0805,0.0312
clock network,0,0,0
-- worst max-delay path by stage --
stage,to,slack [ns],depth (start not counted)
after CTS,bridge_fsm1.hr_readyout$_SDFF_PN1_,0.005,5
after global routing,bridge_fsm1.hr_readyout$_SDFF_PN1_,-0.03,5
final,bridge_fsm1.hr_readyout$_SDFF_PN1_,0.06,5
-- cells in the final DEF (no fill, tap or decap), drive strengths merged --
master,count
conb,34
clkdlybuf4s15,11
clkdlybuf4s50,11
dlygate4sd2,9
nor4,6
clkbuf,4
nand3,2
dlymetal6s2s,2
nor4bb,2
nor2,1
nand4,1
o211ai,1
dfxtp,1
-- cells by family after synthesis --
kind of cell	synth area share
simple gates	0.213
compound gates	0.0206
other cells	0.0103
buf+inv	0.701
flops	0.0550
-- area by class of cell --
type | instances | area (um2) | area share
Tap cell | 46 | 57.6 | 0.0835
Sequential cell | 1 | 20.0 | 0.0290
Timing Repair Buffer | 37 | 344 | 0.499
Multi-Input combinational cell | 47 | 268 | 0.388
-- timing repair --
action	in CTS	in global routing
resized	34	20
gates cloned	0	0
setup endpoints to repair	1	1
pin swaps	9	10
Power figures rest on the tool's default switching activity, not on a simulated workload.
